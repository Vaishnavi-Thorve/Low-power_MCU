File: design/flow/config.mk
export PLATFORM = sky130hd
export DESIGN_NAME = generic_fifo
export DESIGN_NICKNAME = generic_fifo
export VERILOG_FILES = /design/flow/design.v
export SDC_FILE = /design/flow/constraint.sdc
export NUM_CORES = 4
export LEC_CHECK = 1
export CORE_UTILIZATION = 40
File: design/flow/constraint.sdc
current_design generic_fifo

set clk_period 5.5
set clk_io_pct 0.2

create_clock -name clk0 -period $clk_period [get_ports {clk}]

set non_clock_inputs [all_inputs -no_clocks]
set_input_delay [expr $clk_period * $clk_io_pct] -clock clk0 $non_clock_inputs
set_output_delay [expr $clk_period * $clk_io_pct] -clock clk0 [all_outputs]
File: design/flow/design.v
module cluster_clock_gating
(
    input  logic clk_i,
    input  logic en_i,
    input  logic test_en_i,
    output logic clk_o
  );
  logic clk_en;
  always_latch
  begin
     if (clk_i == 1'b0)
       clk_en <= en_i | test_en_i;
  end
  assign clk_o = clk_i & clk_en;
endmodule
module generic_fifo
#(
   parameter                       DATA_WIDTH = 32,
   parameter                       DATA_DEPTH = 8
)
(
   input  logic                                    clk,
   input  logic                                    rst_n,
   input  logic [DATA_WIDTH-1:0]                   data_i,
   input  logic                                    valid_i,
   output logic                                    grant_o,
   output logic [DATA_WIDTH-1:0]                   data_o,
   output logic                                    valid_o,
   input  logic                                    grant_i,
   input  logic                                    test_mode_i
);
   localparam  ADDR_DEPTH = $clog2(DATA_DEPTH);
   enum logic [1:0] { EMPTY, FULL, MIDDLE } CS, NS;
   logic       gate_clock;
   logic       clk_gated;
   logic [ADDR_DEPTH-1:0]          Pop_Pointer_CS,  Pop_Pointer_NS;
   logic [ADDR_DEPTH-1:0]          Push_Pointer_CS, Push_Pointer_NS;
   logic [DATA_WIDTH-1:0]          FIFO_REGISTERS[DATA_DEPTH-1:0];
   integer                         i;
   // synopsys translate_off
   initial
   begin : parameter_check
      integer param_err_flg;
      param_err_flg = 0;
      if (DATA_WIDTH < 1)
      begin
         param_err_flg = 1;
         $display("ERROR: %m :\n  Invalid value (%d) for parameter DATA_WIDTH (legal range: greater than 1)", DATA_WIDTH );
      end
      if (DATA_DEPTH < 1)
      begin
         param_err_flg = 1;
         $display("ERROR: %m :\n  Invalid value (%d) for parameter DATA_DEPTH (legal range: greater than 1)", DATA_DEPTH );
      end
   end
   // synopsys translate_on
   cluster_clock_gating cg_cell
   (
     .clk_i     ( clk         ),
     .en_i      (~gate_clock  ),
     .test_en_i ( test_mode_i ),
     .clk_o     ( clk_gated   )
   );
   always_ff @(posedge clk, negedge rst_n)
   begin
       if(rst_n == 1'b0)
       begin
               CS              <= EMPTY;
               Pop_Pointer_CS  <= {ADDR_DEPTH {1'b0}};
               Push_Pointer_CS <= {ADDR_DEPTH {1'b0}};
       end
       else
       begin
               CS              <= NS;
               Pop_Pointer_CS  <= Pop_Pointer_NS;
               Push_Pointer_CS <= Push_Pointer_NS;
       end
   end
   always_comb
   begin
      gate_clock      = 1'b0;
      case(CS)
      EMPTY:
      begin
          grant_o = 1'b1;
          valid_o = 1'b0;
          case(valid_i)
          1'b0 :
          begin
                  NS                      = EMPTY;
                  Push_Pointer_NS = Push_Pointer_CS;
                  Pop_Pointer_NS  = Pop_Pointer_CS;
                  gate_clock      = 1'b1;
          end
          1'b1:
          begin
                  NS                      = MIDDLE;
                  Push_Pointer_NS = Push_Pointer_CS + 1'b1;
                  Pop_Pointer_NS  = Pop_Pointer_CS;
          end
          endcase
      end 
      MIDDLE:
      begin
          grant_o = 1'b1;
          valid_o = 1'b1;
          case({valid_i,grant_i})
          2'b01:
          begin
                  gate_clock      = 1'b1;
                  if((Pop_Pointer_CS == Push_Pointer_CS -1 ) || ((Pop_Pointer_CS == DATA_DEPTH-1) && (Push_Pointer_CS == 0) ))
                          NS              = EMPTY;
                  else
                          NS              = MIDDLE;
                  Push_Pointer_NS = Push_Pointer_CS;
                  if(Pop_Pointer_CS == DATA_DEPTH-1)
                          Pop_Pointer_NS  = 0;
                  else
                          Pop_Pointer_NS  = Pop_Pointer_CS + 1'b1;
          end
          2'b00 :
          begin
                  gate_clock      = 1'b1;
                  NS                      = MIDDLE;
                  Push_Pointer_NS = Push_Pointer_CS;
                  Pop_Pointer_NS  = Pop_Pointer_CS;
          end
          2'b11:
          begin
                  NS              = MIDDLE;
                  if(Push_Pointer_CS == DATA_DEPTH-1)
                          Push_Pointer_NS = 0;
                  else
                          Push_Pointer_NS = Push_Pointer_CS + 1'b1;
                  if(Pop_Pointer_CS == DATA_DEPTH-1)
                          Pop_Pointer_NS  = 0;
                  else
                          Pop_Pointer_NS  = Pop_Pointer_CS  + 1'b1;
          end
          2'b10:
          begin
                  if(( Push_Pointer_CS == Pop_Pointer_CS - 1) || ( (Push_Pointer_CS == DATA_DEPTH-1) && (Pop_Pointer_CS == 0) ))
                          NS              = FULL;
                  else
                          NS        = MIDDLE;
                  if(Push_Pointer_CS == DATA_DEPTH - 1)
                          Push_Pointer_NS = 0;
                  else
                          Push_Pointer_NS = Push_Pointer_CS + 1'b1;
                  Pop_Pointer_NS  = Pop_Pointer_CS;
          end
          endcase
      end
      FULL:
      begin
          grant_o = 1'b0;
          valid_o = 1'b1;
          gate_clock      = 1'b1;
          case(grant_i)
          1'b1:
          begin
                  NS              = MIDDLE;
                  Push_Pointer_NS = Push_Pointer_CS;
                  if(Pop_Pointer_CS == DATA_DEPTH-1)
                          Pop_Pointer_NS  = 0;
                  else
                          Pop_Pointer_NS  = Pop_Pointer_CS  + 1'b1;
          end
          1'b0:
          begin
                  NS              = FULL;
                  Push_Pointer_NS = Push_Pointer_CS;
                  Pop_Pointer_NS  = Pop_Pointer_CS;
          end
          endcase
      end  
      default :
      begin
          gate_clock      = 1'b1;
          grant_o       = 1'b0;
          valid_o       = 1'b0;
          NS              = EMPTY;
          Pop_Pointer_NS  = 0;
          Push_Pointer_NS = 0;
      end
      endcase
   end
   always_ff @(posedge clk_gated, negedge rst_n)
   begin
      if(rst_n == 1'b0)
      begin
      for (i=0; i< DATA_DEPTH; i++)
         FIFO_REGISTERS[i] <= {DATA_WIDTH {1'b0}};
      end
      else
      begin
         if((grant_o == 1'b1) && (valid_i == 1'b1))
            FIFO_REGISTERS[Push_Pointer_CS] <= data_i;
      end
   end
   assign data_o = FIFO_REGISTERS[Pop_Pointer_CS];
endmodule  
File: design/flow/run.sh
#!/bin/bash
# OpenROAD 26Q1-2900-gdf79404cd8, Yosys 0.63+post, stock flow scripts
make -C /OpenROAD-flow-scripts/flow DESIGN_CONFIG=/design/flow/config.mk WORK_HOME=/design/flow/orfs finish
==> flow_summary.ini <==
; physical design summary
[setup_path]
crit_chain = inv_1 > ha_2 > buf_4 > nor2b_2 > buf_4 > a222oi_1 > a41oi_1 > clkdlybuf4s50_1
critical_path_depth = 8
critPathMaxFanout = 24
cp_num_buf_inv = 4
endpoint_kind = output port
path_common_cell = buf_4
worstRegToRegCells = 3
cp.required_ns = 4.40
r2r_setup_slack_ns = 1.88
critPathLaunchType = flop
slowest_stage = clkdlybuf4s50_1
critPathArrivalTime_ns = 4.07
critical_path_class = flop to output port
critPathTopFamily = buffers and inverters
max_stage_delay_ns = 0.51

[synthesis]
ff_type = dfrtp_1
ys_cells = 885
ys.flops = 266
yosysUniqueCellTypes = 41
yosys.area.top_type = dfrtp_1
top_cell = dfrtp_1
yosys-top-cells-count = 264 x dfrtp_1, 177 x mux2_2, 90 x mux2_4
area_leaders = dfrtp_1 53%, mux2_2 16%, mux2_4 11%, a222oi_1 2.6%, a41oi_1 2.2%
edf_count = 0
synth_chip_area_um2 = 12390
syn_area_um2 = 12390
syn_avg_cell_area_um2 = 14.00
netlist_instances = 885
top_cell_area_share = 0.5330
synthArstFlopShare = 0.9962
yosysWarnings = 4

[power]
leakage_nw = 6.828
ir_drop_v = 0.0001665
p_per_area_nw_per_um2 = 172.8

[clock_tree]
post_cts_buffers = 0
clock_latency_ns = 0.93
cts_tree = yes
clk_pin_slew_ns = 0.06
cts_hold_buf = 0
cts.repair.resized = 0

[outcome]
status = complete, no violations

[global_routing]
antenna_found_initial = 0
grt_pass1_vias = 8038
grt_use_total = 0.2020
grt_max_degree = 125
grt_pass1_wl_mm = 46.98
grt-ovfl-total = 0

[floorplan]
fp_util = 0.4062
die_area_um2 = 31690
die_w_um = 178.0
die_h_um = 178.0
ioPinCount = 71
num_rows = 64
core_area_um2 = 30510

[timing]
fmax_mhz = 193.6
fin_skew_ns = 0.02849
maxSlewViolCount = 0
tightest_slew_ns = 0.7787
fin_crit_sh = 0.9394
rsz0062_at_grt = false
fin_crit_ns = 5.167
hold_viol = 0
setup_viol_count_final = 0
tns_ns = 0
max_slew_margin = 0.4808
hold_ws_ns = 0.1117

[routing]
wl_mm = 29.37
firstDrtPassIters = 5
ant_nets = 0
post_drt_wl_per_cell_um = 21.42
antenna-diode-count = 0
vias = 7658
via_per_inst = 5.586
drtIter0Drc = 499
route.detailed.drc = 0

[layout]
fill_cells = 2585
drive_gt1_frac = 0.3744
area_delta_synth_final_pct = 17.85

[run]
tool_warnings = 39
cap_violations = 0

[min_path]
hold_class = input pin to asynchronous set/reset pin

[place]
gp_congestion = 0.8280
placement.io_buffers = 70
dp_hpwl_mm = 16.38
## final timing paths
| check | startpoint | end |
|---|---|---|
| max reg2reg | CS[1] | cg_cell.clk_en |
| min reg2reg | FIFO_REGISTERS[6][22] | FIFO_REGISTERS[6][22] |
| max in group gated | cg_cell.clk_en | clock gate |
| min | rst_n | FIFO_REGISTERS[2][7] |
| min in group clk0 | FIFO_REGISTERS[6][22] | FIFO_REGISTERS[6][22] |
| max in group asynchronous | rst_n | FIFO_REGISTERS[5][10] |
| max | Pop_Pointer_CS[1] | data_o[17] |
| min in group gated | cg_cell.clk_en | clock gate |
## flip-flops by register name, indices dropped and copies added, names as in the netlist
name,count
CS,3
FIFO_REGISTERS,256
Pop_Pointer_CS,3
Push_Pointer_CS,3
cg_cell.clk_en,1
## report_power, final
group          total [mW]  switching, mW  leakage [nW]  internal (mW)
clock                1.37          0.454         0.538          0.912
combinational      0.0985         0.0688          2.59         0.0298
sequential           1.06       0.000456          3.70           1.06
## layer usage
layer / GRT usage / wire (um) / share of wire
met5: 0 / 0 / 0
met4: 0.04523 / 621 / 0.021
met3: 0.03564 / 1495 / 0.051
met2: 0.3006 / 13280 / 0.45
met1: 0.3198 / 13970 / 0.48
## stage by stage
stage / setup WS (ns) / power (mW) / std cells / utilization / cell area [um2]
2_1_floorplan: 1.104 / 1.235 / 885 / - / 12390
3_3_place_gp: 0.5504 / 1.331 / 1312 / 0.4411 / 13460
3_5_place_dp: 0.5333 / 1.330 / 1312 / 0.4411 / 13460
4_1_cts: 0.3001 / 2.558 / 1371 / 0.4788 / 14610
5_1_grt: 0.1578 / 2.615 / 1371 / 0.4788 / 14610
6_report: 0.3335 / 2.525 / 1371 / 0.4788 / 14610
## placed cells by master, fill, tap and decap left out, types with 2 or more instances in the layout
cell type / synthesis / layout
a21oi_1: 3 / 3
a221o_1: 2 / 2
a222oi_1: 32 / 32
a22o_1: 24 / 24
a22oi_1: 21 / 21
a32o_1: 2 / 2
a41oi_1: 31 / 31
and2_1: 3 / 3
and3_2: 0 / 3
buf_4: 0 / 23
bufinv_16: 0 / 2
clkbuf_1: 24 / 7
clkbuf_16: 0 / 38
clkbuf_8: 0 / 6
clkdlybuf4s50_1: 0 / 69
clkinv_2: 0 / 6
dfrtp_1: 264 / 263
ha_1: 17 / 13
ha_2: 0 / 4
inv_1: 11 / 11
mux2_1: 10 / 10
mux2_2: 177 / 177
mux2_4: 90 / 90
nand2_1: 52 / 49
nand2_2: 0 / 3
nand3_2: 3 / 3
nor2_1: 40 / 40
nor2b_1: 5 / 3
nor2b_2: 0 / 2
nor3_1: 3 / 3
o211ai_1: 2 / 2
o21ai_0: 8 / 8
o21bai_1: 2 / 2
xnor2_1: 3 / 3
xor2_1: 2 / 2
## cell type report
| class | instances | area, um2 | share of cell area |
|---|---|---|---|
| Clock buffer | 51 | 1060 | 0.07255 |
| Sequential cell | 266 | 6649 | 0.4552 |
| Multi-Input combinational cell | 545 | 5373 | 0.3678 |
| Clock inverter | 8 | 90.09 | 0.006168 |
| Timing Repair Buffer | 94 | 898.4 | 0.06150 |
| Tap cell | 396 | 495.5 | 0.03392 |
| Inverter | 11 | 41.29 | 0.002827 |
## cells by family (layout without fill, tap and decap cells)
family / after synthesis / in the layout / synth area share
AND-OR/OR-AND: 130 / 130 / 0.08944
latches: 1 / 1 / 0.001211
buffers and inverters: 74 / 164 / 0.03230
multiplexers: 278 / 278 / 0.2797
flip-flops: 265 / 265 / 0.5351
adder cells (fa/ha/maj): 17 / 17 / 0.01716
AND/OR/NAND/NOR: 115 / 115 / 0.04149
XOR/XNOR: 5 / 5 / 0.003534
Power is estimated from default activity; no workload was simulated.
